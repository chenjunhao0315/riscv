==> design.v <==
module receiver1
(
	input clk,
	input srst_n,
	input rx,
	input enable,
	output reg done,
	output reg [7:0] out
);
parameter IDLE = 2'd0, DATA = 2'd1, STOP = 2'd2;
wire start;
reg rx_q0, rx_q1;
reg [1:0] state, state_next;
reg [2:0] count, count_next;
reg [7:0] data, data_next;
assign start = rx_q1 && ~rx_q0;
always @ (posedge clk) begin
    if (~srst_n) begin
        rx_q0 <= 1'b0;
        rx_q1 <= 1'b0;	
    end else begin
        rx_q0 <= rx;
        rx_q1 <= rx_q0;
    end
end
always @(posedge clk) begin
	if (~srst_n) begin
		state <= IDLE;
		count <= 3'd0;
		data <= 8'd0;
	end else begin
		state <= state_next;
		count <= count_next;
		data <= data_next;
	end
end
always @* begin
	out = 8'b0;
	done = 1'b0;
	data_next = data;
	state_next = 2'd0;
	count_next = count;
	case(state) 
		IDLE: begin
			if (start) begin
				state_next = DATA;
			end else begin
				state_next = IDLE;
			end
		end
		DATA: begin
			if (count == 3'd7) begin
				count_next = 3'd0;
				data_next[count] = rx_q0;
				state_next = STOP;
			end else begin
				count_next = count + 3'd1;
				data_next[count] = rx_q0;
				state_next = DATA;
			end
		end
		STOP: begin
			done = 1'b1;
			out = data;
			if (enable) begin
				state_next = IDLE;
			end else begin
				state_next = STOP;
			end
		end
	endcase
end
endmodule
module transmitter1 
(
	input clk,
	input srst_n,
	output reg tx,
	output reg busy,
	input start,
	input [7:0] in
);
parameter IDLE = 2'd0, START = 2'd1, DATA = 2'd2, STOP = 2'd3;
reg [1:0] state, state_next;
reg [2:0] count, count_next;
reg [7:0] data, data_next;
always @(posedge clk) begin
	if (~srst_n) begin
		state <= IDLE;
		count <= 3'd0;
		data <= 8'd0;
	end else begin
		state <= state_next;
		count <= count_next;
		data <= data_next;
	end
end
always @* begin
	tx = 1'b1;
	busy = 1'b0;
	data_next = data;
	state_next = 2'd0;
	count_next = count;
	case(state)
		IDLE: begin
			if (start) begin
				state_next = START;
			end else begin
				state_next = IDLE;
			end
		end
		START: begin
			tx = 0;
			busy = 1'b1;
			data_next = in;
			state_next = DATA;
		end
		DATA: begin
			busy = 1'b1;
			if (count == 3'd7) begin
				count_next = 3'd0;
				tx = data[count];
				state_next = STOP;
			end else begin
				count_next = count + 3'd1;
				tx = data[count];
				state_next = DATA;
			end
		end
		STOP: begin
			tx = 1'b1;
			busy = 1'b1;
			state_next = IDLE;
		end
	endcase
end
endmodule
module uart1 
(
	input clk,
	input srst_n,
	input        configure,
	input [31:0] addr,
	input [31:0] data_in,
	output reg [31:0] data_out,
	output tx,
	input rx
);
reg [31:0] uart_control;
reg [31:0] uart_status;
reg [7:0] uart_tx_data;
reg [7:0] uart_rx_data;
wire [7:0] uart_rx_recieve_data;
reg uart_tx_data_valid;
wire uart_tx_busy;
wire uart_rx_done;
reg        configure_buf;
reg [31:0] data_in_buf;
reg [31:0] addr_buf;
always @ (posedge clk) begin
	configure_buf <= configure;
	addr_buf      <= addr;
	data_in_buf   <= data_in;
end
always @ (posedge clk) begin
	if (~srst_n) begin
		uart_control       <= 32'b0;
		uart_status        <= 32'b0;
		uart_tx_data_valid <= 1'b0;
	end else begin
		if (configure_buf) begin
			case (addr_buf[7:0])
				8'h00: begin
					uart_control <= data_in_buf;
				end
				8'h04: begin
					uart_status[1] <= data_in_buf[1];
				end
				8'h0c: begin
					if (uart_control[0] && !uart_status[0]) begin
						uart_tx_data       <= data_in_buf[7:0];
						uart_status[0]     <= 1'b1;
						uart_tx_data_valid <= 1'b1;
					end
				end
			endcase
		end else begin
			uart_tx_data_valid <= 1'b0;
			if (!uart_tx_busy && !uart_tx_data_valid) begin
				uart_status[0] <= 1'b0;
			end
			if (uart_control[1]) begin
				if (uart_rx_done) begin
					uart_status[1] <= 1'b1;
					uart_rx_data <= uart_rx_recieve_data;
				end
			end
		end
	end
end
always @ * begin
	data_out = 32'b0;
	case (addr_buf[7:0])
		8'h00: begin
			data_out = uart_control;
		end
		8'h04: begin
			data_out = uart_status;
		end
		8'h10: begin
			data_out = {24'b0, uart_rx_data};
		end
	endcase
end
transmitter1 uart_tx(
	.clk(clk),
	.srst_n(srst_n),
	.tx(tx),
	.busy(uart_tx_busy),
	.start(uart_tx_data_valid),
	.in(uart_tx_data)
);
receiver1 uart_rx(
	.clk(clk),
	.srst_n(srst_n),
	.rx(rx),
	.enable(!uart_status[1]),
	.done(uart_rx_done),
	.out(uart_rx_recieve_data)
);
endmodule
==> run.sh <==
#!/bin/bash
# OpenROAD 26Q1-2900-gdf79404cd8, Yosys 0.63+post, stock flow scripts
make -C /OpenROAD-flow-scripts/flow DESIGN_CONFIG=/design/flow/config.mk WORK_HOME=/design/flow/orfs finish
==> config.mk <==
export PLATFORM = sky130hd
export DESIGN_NAME = uart1
export DESIGN_NICKNAME = uart1
export VERILOG_FILES = /design/flow/design.v
export SDC_FILE = /design/flow/constraint.sdc
export NUM_CORES = 4
export LEC_CHECK = 1
export CORE_UTILIZATION = 50
==> constraint.sdc <==
current_design uart1

set clk_period 5.1
set clk_io_pct 0.2

create_clock -name clk0 -period $clk_period [get_ports {clk}]

set non_clock_inputs [all_inputs -no_clocks]
set_input_delay [expr $clk_period * $clk_io_pct] -clock clk0 $non_clock_inputs
set_output_delay [expr $clk_period * $clk_io_pct] -clock clk0 [all_outputs]
==> results.ini <==
[detailed_routing]
drt_iter0_drc=105
routedWlPerCell_um=13.5
drt-total-wl_um=8260
final_antenna_net_count=0
avgViaCountPerCell=5.04
drc=0
antennaDiodeCount=0
dr.pass1.iters=4
vias=3084

[cells_and_area]
fin_area_um2=5790
fin_cells=612
fin_util_pct=69.0
drive_gt1_share_pct=8.68
area_growth_pct=30.7

[die]
fp_util_pct=52.8
fp-row-count=33
die-width_um=96.1
die_area_um2=9240
ios=101
die_y_um=96.1
core-area_um2=8380

[outcome]
outcome=complete, no violations

[final_timing]
worst_pin_slew_ns=0.829
setup_viol=0
finalClockPeriodUsage_pct=70.0
rsz0062_at_grt=no
hold_viol=0
whs_ns=0.432
relSlewSlack_pct=44.5
fmax_ghz=0.280
tns_ns=0
drv_slew=0
fin_crit_ns=3.57
skew_ns=0.00618

[synthesis]
xor_area_share_pct=0.396
ys_seq_share_pct=59.2
mux_share_pct=6.16
aoi_share_pct=7.86
flop_cell=dfxtp_1
synthAdderAreaFrac_pct=1.98
ys_top_logic_family=simple AND/OR/NAND/NOR gates
ys_top_cells_by_count=107 x dfxtp_1, 43 x nand2_1, 37 x and2_1, 35 x nand3_1, 31 x o21ai_0
synth-edff-count=16
synthTopCellsByArea=dfxtp_1 48%, edfxtp_1 11%, mux2i_1 5.7%
netlist_instances=421
async_reset_ff_share_pct=0
synth_top_cell_by_count=dfxtp_1
top_cell_area_share_pct=48.4
yosysChipArea_um2=4430
synth_warnings=3
ys_cells=421
synth.cellmix.simpleShare_pct=21.7
top_area_cell=dfxtp_1
synth_area_um2=4430
avgSynthCellArea_um2=10.5
yosysUniqueCellTypes=43
synth_flops=123

[cts]
ctsHoldBuffers=0
cts_tree=yes
clockBufferDepth=2
root_buffer=clkbuf_8
htree_levels=4
path_clk_slew_ns=0.06
cts_resized=0
clock_sinks=123
clock_latency_ns=0.50
cts_buffers=17
post-cts-setup-buffer-count=0

[worst_setup_path]
endpoint_kind=primary output
r2r_slack_ns=2.90
crit_fanout=24
cpMaxStageDelayCell=dfxtp_1
required_ns=4.08
slowest_delay_ns=0.50
startpoint_type=flip-flop
cp_cell_sequence=nor4_4 -> nand2_1 -> nor2_1 -> buf_4 -> and2_1 -> clkdlybuf4s50_1
crit_type=flip-flop to primary output
cp_data_arrival_time_ns=2.55

[pwr]
ir_worst_vdd_mv=0.280
power.leakage_nw=2.17
power_density_nw_per_um2=375

[global_routing]
grt-ovfl-total=0
grt_pass1_vias=2789
grt_max_degree=74
antenna_found_initial=0
grt_pass1_wl_um=13000
grt_usage_pct=19.4

[placed_design]
place_congestion=0.771
post-place-cells=580
port_buffers=76
hpwl_um=5400
placed_cell_area_um2=5230

[run]
openroad.warnings=53
max_cap_violations=0

[worst_hold_path]
hold_path.class=flip-flop to flip-flop

==> state kept, by name, summed over array words and instances (netlist names) <==
register            flops
data_in_buf            32
uart_control           32
addr_buf                8
uart_rx.data            8
uart_rx_data            8
uart_tx.data            8
uart_tx_data            8
uart_tx.state           4
uart_rx.count           3
uart_rx.state           3
uart_tx.count           3
uart_status             2
configure_buf           1
uart_rx.rx_q0           1
uart_rx.rx_q1           1
uart_tx_data_valid      1
==> routing by layer <==
layer	share of wire, %	GRT usage (%)	up-vias	wire length [um]
met5	0	0	-	0
met4	1.3	3.11	0	108
met3	6.0	5.86	6	499
met2	46	29.3	77	3820
met1	46	29.8	1411	3840
li1	-	-	1590	-
==> area by class of cell <==
type / count / area [um^2]
fillers: 626 / 2590
inverters: 4 / 15.0
flip-flops and latches: 123 / 2620
well taps: 105 / 131
multi-input cells: 269 / 1690
clock buffers: 17 / 414
repair buffers: 79 / 778
clock inverters: 15 / 140
==> report_power, final <==
group / switching (mW) / internal (mW) / total [mW]
Sequential: 0.0154 / 1.00 / 1.02
Clock: 0.433 / 0.654 / 1.09
Combinational: 0.0253 / 0.0417 / 0.0671
Total: 0.474 / 1.70 / 2.17
==> layout by cell type, fill, tap and decap left out, types with 3 or more instances in the layout <==
cell             count
mux2i_1             25
o21a_1               7
o21ai_0             31
nand3b_1             3
clkdlybuf4s50_1     75
nor3_1               5
a21boi_0             8
clkbuf_16           16
nor2_1              18
buf_4                3
clkinv_4             4
nand2_1             43
and2_1              37
inv_6                5
nand3_1             35
nor2b_1             19
inv_1                4
dfxtp_1            107
ha_1                 7
edfxtp_1            16
==> cell families (layout without fill, tap and decap cells) <==
logic type | Yosys count | after routing
AND/OR/NAND/NOR | 177 | 177
flip-flops | 123 | 123
AND-OR/OR-AND | 57 | 57
buffers and inverters | 29 | 115
multiplexers | 26 | 26
adder cells (fa/ha/maj) | 7 | 7
XOR/XNOR | 2 | 2
==> stage by stage <==
step	power (mW)	setup slack (ns)
after floorplan	1.06	2.73
after global placement	1.10	2.07
after detailed placement	1.10	2.07
after CTS	2.20	1.50
after global routing	2.24	1.37
final	2.17	1.53
==> worst paths after layout <==
| check | cells after the start | startpoint | endpoint |
|---|---|---|---|
| max | 6 | addr_buf[4] | data_out[31] |
| min | 2 | data_in_buf[31] | uart_control[31] |
| max reg2reg | 5 | addr_buf[4] | uart_control[17] |
| min reg2reg | 2 | data_in_buf[31] | uart_control[31] |
==> worst max-delay path: cells and delay by family (launching register included) <==
| kind | cells | cell delay, ns |
|---|---|---|
| buf+inv | 2 | 0.72 |
| flops | 1 | 0.50 |
| simple gates | 4 | 0.84 |
Power is estimated from default activity; no workload was simulated.
