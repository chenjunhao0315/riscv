**./config.mk**
```make
export PLATFORM = sky130hd
export DESIGN_NAME = dcache_ram
export DESIGN_NICKNAME = dcache_ram
export VERILOG_FILES = /design/flow/design.v
export SDC_FILE = /design/flow/constraint.sdc
export NUM_CORES = 4
export LEC_CHECK = 1
export CORE_UTILIZATION = 30
export SYNTH_MEMORY_MAX_BITS = 65536
```
**./constraint.sdc**
```tcl
current_design dcache_ram

set clk_period 361.6
set clk_io_pct 0.2

create_clock -name clk0 -period $clk_period [get_ports {clk}]

set non_clock_inputs [all_inputs -no_clocks]
set_input_delay [expr $clk_period * $clk_io_pct] -clock clk0 $non_clock_inputs
set_output_delay [expr $clk_period * $clk_io_pct] -clock clk0 [all_outputs]
```
**./design.v**
```verilog
module dcache_ram
(
    input clk,
    input srst_n,
    input [31:0] wdata,
    input [3:0] wen,
    input  ren,
    input [2:0] block_offset,
    input [5:0] index,
    output reg [31:0] rdata
);
reg [255:0] ram [0:63];
always @ (posedge clk) begin
	case (block_offset)
		3'd0: begin
			if (wen[0]) ram[index][0*32+0 +:8] <= wdata[0 +:8];
			if (wen[1]) ram[index][0*32+8 +:8] <= wdata[8 +:8];
			if (wen[2]) ram[index][0*32+16+:8] <= wdata[16+:8];
			if (wen[3]) ram[index][0*32+24+:8] <= wdata[24+:8];
		end
		3'd1: begin
			if (wen[0]) ram[index][1*32+0 +:8] <= wdata[0 +:8];
			if (wen[1]) ram[index][1*32+8 +:8] <= wdata[8 +:8];
			if (wen[2]) ram[index][1*32+16+:8] <= wdata[16+:8];
			if (wen[3]) ram[index][1*32+24+:8] <= wdata[24+:8];
		end
		3'd2: begin
			if (wen[0]) ram[index][2*32+0 +:8] <= wdata[0 +:8];
			if (wen[1]) ram[index][2*32+8 +:8] <= wdata[8 +:8];
			if (wen[2]) ram[index][2*32+16+:8] <= wdata[16+:8];
			if (wen[3]) ram[index][2*32+24+:8] <= wdata[24+:8];
		end
		3'd3: begin
			if (wen[0]) ram[index][3*32+0 +:8] <= wdata[0 +:8];
			if (wen[1]) ram[index][3*32+8 +:8] <= wdata[8 +:8];
			if (wen[2]) ram[index][3*32+16+:8] <= wdata[16+:8];
			if (wen[3]) ram[index][3*32+24+:8] <= wdata[24+:8];
		end
		3'd4: begin
			if (wen[0]) ram[index][4*32+0 +:8] <= wdata[0 +:8];
			if (wen[1]) ram[index][4*32+8 +:8] <= wdata[8 +:8];
			if (wen[2]) ram[index][4*32+16+:8] <= wdata[16+:8];
			if (wen[3]) ram[index][4*32+24+:8] <= wdata[24+:8];
		end
		3'd5: begin
			if (wen[0]) ram[index][5*32+0 +:8] <= wdata[0 +:8];
			if (wen[1]) ram[index][5*32+8 +:8] <= wdata[8 +:8];
			if (wen[2]) ram[index][5*32+16+:8] <= wdata[16+:8];
			if (wen[3]) ram[index][5*32+24+:8] <= wdata[24+:8];
		end
		3'd6: begin
			if (wen[0]) ram[index][6*32+0 +:8] <= wdata[0 +:8];
			if (wen[1]) ram[index][6*32+8 +:8] <= wdata[8 +:8];
			if (wen[2]) ram[index][6*32+16+:8] <= wdata[16+:8];
			if (wen[3]) ram[index][6*32+24+:8] <= wdata[24+:8];
		end
		3'd7: begin
			if (wen[0]) ram[index][7*32+0 +:8] <= wdata[0 +:8];
			if (wen[1]) ram[index][7*32+8 +:8] <= wdata[8 +:8];
			if (wen[2]) ram[index][7*32+16+:8] <= wdata[16+:8];
			if (wen[3]) ram[index][7*32+24+:8] <= wdata[24+:8];
		end
	endcase
end
always @ * begin
	if (ren) begin
	    case(block_offset) 
	        3'b000 : rdata = ram[index][0+:32];
	        3'b001 : rdata = ram[index][32+:32];
	        3'b010 : rdata = ram[index][64+:32];
	        3'b011 : rdata = ram[index][96+:32];
	        3'b100 : rdata = ram[index][128+:32];
	        3'b101 : rdata = ram[index][160+:32];
	        3'b110 : rdata = ram[index][192+:32]; 
	        3'b111 : rdata = ram[index][224+:32];
	        default : rdata = 0;           
	    endcase
	end
	else 
		rdata = 0;
end
endmodule
```
**./run.sh**
```bash
#!/bin/bash
# OpenROAD 26Q1-2900-gdf79404cd8, Yosys 0.63+post, stock flow scripts
make -C /OpenROAD-flow-scripts/flow DESIGN_CONFIG=/design/flow/config.mk WORK_HOME=/design/flow/orfs finish
```
==> GITHUB_STEP_SUMMARY <==
### Yosys + OpenROAD results

| Metric | Value |
|---|---|
| Status | complete, but fails checks |
| Violated checks | antenna rules, capacitance limit, slew limit |
| CTS Root Cell | clkbuf_16 |
| Ys cells | 35.1k |
| Yosys chip area | 619,000 um2 |
| Peak supply drop | 4.23 uV |
| Row cnt | 527 |
| Asr flop ratio synth | 0% |
| Number of library cell types mapped by synthesis | 78 |
| Design Area, Final | 716,000 um2 |
| Die X | 1.44 mm |
| Post-route insts no fill | 66.2k |
| Filler cells | 191k |
| Global route overflow | 0 |
| Max Cap Viol | 2 |
| Warnings, synthesis | 1 |
| Stage-log warning count | 30 |
| Area of the mapped netlist | 619,000 um2 |
| Area delta synth->final | 15.7% |
| Final Cycle Share | 42.6% |
| Total CTS buffers | 1,679 |
| Crit-path max cell delay | 0.70 ns |
| Worst Path Max Fanout | 42 |
| EDFF count, synth | 16.4k |
| Biggest regs | ram (16384) |
| CTS clk-pin slew, worst paths | 0.06 ns |
| FP Util | 30.1% |
| Critical Path Most Common Cell | buf_4 |
| Gate Count Post-Synth | 35.1k |
| Minimum clock period | 153.94 ns |
| CTS Hold Bufs | 0 |
| Post-DP Area | 662,000 um2 |
| Via count | 362k |
| # setup viols final | 0 |
| Clk buf depth | 6 |
| All-layer global routing usage | 22.2% |
| Power Dens Cells | 5.49 nW/um2 |
| Fmax | 6.50 MHz |
| I/O pin cnt | 80 |
| Post-Syn Area per Cell | 17.7 um2 |
| CP Launch Type | input port |
| Die span in y | 1.44 mm |
| IO Port Bufs | 78 |
| Final Hold Fails | 0 |
| CP max-delay cell | o311a_1 |
| Drt pass-1 iters | 10 |
| CP Cell Sequence | buf_16 > buf_4 > buf_4 > buf_4 > buf_4 > buf_4 > buf_4 > buf_4 > buf_4 > buf_4 > buf_4 > mux2i_1 > o21ai_0 > o21ai_0 > a21oi_1 > a2111oi_0 > a31oi_1 > o311a_1 > clkdlybuf4s50_1 |
| Dpl cells | 62.2k |
| Worst hold path class | in2reg |
| Vias in the first global route | 369k |
| Tightest Pin Transition | 1.60 ns |
| Flops after synth | 16.4k |
| Largest net degree at the start of global routing | 98 |
| Largest register FFs | 16.4k |
| Clock Sinks | 16.4k |
| DR WL/cell | 33.2 um |
| Setup TNS | 0 ns |
| Final ANT Viol Nets | 1 |
| Relative slew slack | -6.71% |
| Die ar. | 2,070,000 um2 |
| WP data arrival | 81.62 ns |
| Hold_sp | wdata[5] |
| Crit path kind | in2out |
| # DRC | 0 |
| CTS tree | done |
| Depth of the CTS H-tree | 7 |
| Core ar. | 2,060,000 um2 |
| Post-CTS setup repair buffer count | 0 |
| Max Slew Vio Count | 10 |
| Largest Register | ram |
| Final RePlAce weighted congestion | 0.942 |
| Cells resized by post-CTS repair | 0 |
| RSZ-0062 raised after global routing | no |
| Ys flop type | edfxtp_1 |
| CP startpoint | index[2] |
| Share of layout cells above drive strength 1 | 16.4% |
| Antenna violations before repair | 372 |
| Violation tally from detailed-route iteration zero | 30.9k |
| Critical path required time | 289.28 ns |
| Crit path capture type | output port |
| Hold Path Stages | 1 |
| First-pass GRT wire length | 2980 mm |
| Final WL | 2200 mm |
| Lkg Pwr | 189 nW |
| Seq share, synth | 79.5% |
| HPWL Detailed | 1360 mm |
| Vias per Instance | 5.47 |
routing by layer:
metal	track usage [%]	wire, um	vias to the layer above
li1	-	-	150000
met1	20.8	637000	180000
met2	29.8	944000	26700
met3	21.7	466000	4750
met4	13.0	137000	494
met5	5.79	14200	-
critical path: cells and delay by family:
family / cells / cell delay (ns)
muxes: 1 / 0.24
buffers and inverters: 12 / 6.01
AOI/OAI and AO/OA: 6 / 2.82
layout by cell type, fill, tap and decap left out, types with 239 or more instances in the layout:
cell type	Yosys	routed
and3_2	0	248
clkinv_1	2	439
nand2_1	347	239
a21oi_1	1390	1389
a222oi_1	767	767
o21ai_0	1325	1316
mux2_2	958	958
a221oi_1	778	778
a31oi_1	556	545
a22oi_1	1830	1830
buf_4	203	2329
nor2_1	2367	2350
a221o_1	685	685
diode_2	0	1009
clkinv_2	0	303
mux2i_1	1519	1519
edfxtp_1	16400	16400
o22ai_1	1057	1057
clkbuf_1	1344	320
a22o_1	501	501
clkbuf_16	0	1701
layout make-up:
class | instances | area, um2 | area share [%]
Clock inverter | 949 | 7880 | 1.10
Antenna cell | 1009 | 2520 | 0.353
Clock buffer | 2021 | 43800 | 6.11
Tap cell | 27500 | 34400 | 4.81
Inverter | 9 | 70.1 | 0.00978
Sequential cell | 16400 | 492000 | 68.7
Timing Repair Buffer | 2436 | 19000 | 2.65
Multi-Input combinational cell | 15900 | 117000 | 16.3
cell families (layout without fill, tap and decap cells):
| kind of cell | after synthesis | count (layout) | share of synthesized area, % |
|---|---|---|---|
| muxes | 2632 | 2632 | 4.66 |
| and+or+nand+nor | 3530 | 3530 | 2.49 |
| DFF | 16400 | 16400 | 79.5 |
| buffers and inverters | 2784 | 5415 | 2.02 |
| other | 0 | 1009 | 0 |
| AOI/OAI and AO/OA | 9742 | 9742 | 11.4 |
cell usage after synthesis, types with 12 or more instances:
cell | instances | area, um2
a211oi_1 | 69 | 518
a2111oi_0 | 22 | 193
or4_1 | 105 | 788
nand3_1 | 28 | 140
clkbuf_1 | 1344 | 5040
o31a_1 | 15 | 131
o31ai_1 | 84 | 631
nand4_1 | 103 | 644
a22oi_1 | 1830 | 13700
a311oi_1 | 14 | 123
mux2i_1 | 1519 | 15200
a21oi_1 | 1390 | 6960
o221ai_1 | 154 | 1350
o22ai_1 | 1057 | 6610
edfxtp_1 | 16400 | 492000
o21ai_0 | 1325 | 6630
a41oi_1 | 78 | 683
o32ai_1 | 14 | 123
nor2_1 | 2367 | 8880
a221oi_1 | 778 | 6810
buf_6 | 36 | 405
a22o_1 | 501 | 4390
mux4_2 | 99 | 2230
nor3_1 | 64 | 320
a2bb2oi_1 | 18 | 158
o21a_1 | 13 | 97.6
nor4_1 | 175 | 1090
o211ai_1 | 43 | 323
a221o_1 | 685 | 6860
buf_2 | 826 | 4130
and3_1 | 261 | 1630
o2bb2ai_1 | 82 | 718
a211o_1 | 43 | 377
or3_1 | 13 | 81.3
o22a_1 | 96 | 841
nor2b_1 | 12 | 75.1
buf_4 | 203 | 1520
nand2_1 | 347 | 1300
o41ai_1 | 31 | 272
o2111ai_1 | 15 | 131
a222oi_1 | 767 | 7680
mux2_2 | 958 | 10800
mux2_1 | 56 | 631
a31oi_1 | 556 | 3480
buf_1 | 366 | 1370
through the flow:
step           setup slack (ns)  utilization (%)  power [mW]  hold slack (ns)
6_report                 207.66             34.8        3.93            71.41
5_1_grt                  207.51             34.7        4.01            71.42
4_1_cts                  207.85             34.7        3.93            71.36
3_5_place_dp             207.87             32.2        2.30            72.78
3_3_place_gp             207.89             32.2        2.30            72.78
2_1_floorplan            214.53                -        2.20            72.42
path summary, 6_finish.rpt:
| check | slack, ns | to |
|---|---|---|
| worst max-delay path | 207.66 | rdata[13] |
| worst min-delay path | 71.41 | ram[49][5] |
power by group:
| part | leakage, nW | internal [mW] | switching (mW) |
|---|---|---|---|
| clock | 25.3 | 0.950 | 0.712 |
| sequential | 116 | 2.07 | 0.000455 |
| combinational | 47.9 | 0.0518 | 0.145 |
Power figures rest on the tool's default switching activity, not on a simulated workload.
