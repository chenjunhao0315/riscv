**design/flow/design.v**
```verilog
module cache_ram
#(
	parameter DATA_LEN = 4,
	parameter DATA_PACK = 2,
    parameter DATA_WIDTH = 32,
    parameter DATA_NUM = 64,
    parameter ADDR_WIDTH = 6
)
(
    input clk,
    input srst_n,
    input [ADDR_WIDTH-1:0] addr,
    input [DATA_WIDTH*DATA_PACK-1:0] wdata,
    input [DATA_LEN-1:0] ren,
    input [DATA_LEN-1:0] wen,
    output reg [DATA_WIDTH*DATA_PACK-1:0] rdata
);
reg [DATA_WIDTH*DATA_PACK*DATA_LEN-1:0] ram [0:DATA_NUM-1];
wire [DATA_WIDTH*DATA_PACK*DATA_LEN-1:0] ram0 = ram[0];
integer i, j;
always @ (posedge clk) begin
	for (i = 0; i < DATA_LEN; i = i + 1) begin
		if (wen[i]) begin
			ram[addr][i*(DATA_WIDTH*DATA_PACK) +: (DATA_WIDTH*DATA_PACK)] <= wdata;
		end
	end
end
always @ * begin
	for (j = 0; j < DATA_LEN; j = j + 1) begin
		if (ren[j]) begin
			rdata = ram[addr][j*(DATA_WIDTH*DATA_PACK) +: (DATA_WIDTH*DATA_PACK)];
		end
	end
end
endmodule
```
**design/flow/run.sh**
```bash
#!/bin/bash
# OpenROAD 26Q1-2900-gdf79404cd8, Yosys 0.63+post, stock flow scripts
make -C /OpenROAD-flow-scripts/flow DESIGN_CONFIG=/design/flow/config.mk WORK_HOME=/design/flow/orfs finish
```
**design/flow/config.mk**
```make
export PLATFORM = sky130hd
export DESIGN_NAME = cache_ram
export DESIGN_NICKNAME = cache_ram
export VERILOG_FILES = /design/flow/design.v
export SDC_FILE = /design/flow/constraint.sdc
export NUM_CORES = 4
export LEC_CHECK = 1
export CORE_UTILIZATION = 40
export SYNTH_MEMORY_MAX_BITS = 65536
```
**design/flow/constraint.sdc**
```tcl
current_design cache_ram

set clk_period 175.3
set clk_io_pct 0.2

create_clock -name clk0 -period $clk_period [get_ports {clk}]

set non_clock_inputs [all_inputs -no_clocks]
set_input_delay [expr $clk_period * $clk_io_pct] -clock clk0 $non_clock_inputs
set_output_delay [expr $clk_period * $clk_io_pct] -clock clk0 [all_outputs]
```
==> qor.txt <==
Switch Pwr: 1.89 mW
WP data required: 176230 ps
placed insts: 52700
YS chip area: 622000 µm²
power density over cell area: 11.8 nW/µm²
WS Path Type: input port to register
H-tree Lvls: 7
Worst setup SP type: input port
Static Leak: 223 nW
CORE AREA: 1550000 µm²
Placed Area: 658000 µm²
Routed WL per cell: 41.1 µm
hold_sp: wdata[50]
ranking of synthesized cells by area: edfxtp_1 (79%), mux4_2 (3.7%), mux2i_1 (2.8%), a22oi_1 (2.5%), mux2_2 (2.3%)
GR Util All Layers: 32.3%
register pins left without a clock: 64
ys cells: 32100
pre-CTS setup slack: 134900 ps
post-synthesis cell count: 32100
Crit path buffers/inverters: 7
mux share: 8.80%
Post-synth EDFFs: 16400
chip area: 1560000 µm²
Slew Limit Headroom: -8.29%
first-pass GRT wire length: 3100 mm
failing checks: capacitance limit, slew limit
largest net degree at the start of global routing: 115
Tool Warnings: 48
root cell of the clock tree: clkbuf_16
cycle use final: 22.3%
drt pass-1 iters: 9
endpoints left unconstrained: 128
Seq pwr share: 51.8%
Power Total: 8.38 mW
setup violators final: 0
count leader, synth: edfxtp_1
status: finished, violations left
CTS tree: yes
residual DRC count: 0
Layout area overhead: 14.6%
initial antenna violation count: 237
post-layout min period: 39140 ps
top cell family by delay on the critical path: buffers and inverters
Hold Fails Final Rpt: 0
adder share: 0%
Buffers on Ports: 142
fraction of the mapped netlist area in compound gates: 8.60%
fin area: 712000 µm²
cts bufs inserted: 1690
Synth top area share: 79.2%
max-slew violations: 6
XOR-XNOR Cells, Area Fraction: 0%
CP startpoint: addr[0]
crit path cell chain: buf_16 -> buf_4 -> buf_4 -> and3b_4 -> buf_4 -> nand2_1 -> buf_4 -> nor2_4 -> buf_4 -> buf_4
worst hold path class: input port to register
Int Pwr: 6.49 mW
I/O Pins: 144
chip width: 1.25 mm
Yosys reg bits: 16400
WP data arrival: 40060 ps
non-filler instance count after layout: 56200
Via density: 6.16
layout cell share with drive strength beyond 1: 20.6%
Unique masters post-synth: 83
max incr delay on CP: 700 ps
switching share of power: 22.6%
Worst-path clk slew: 60 ps
PostCTS Resize Cnt: 0
asr flop ratio synth: 0%
vias: 346000
drt first-iter violations: 27900
gpl congestion: 0.975
cell mode on critical path: buf_4
syn_area_per_cell: 19.4 µm²
crit-path max FO: 55
top cells by count: edfxtp_1 (16400), a22oi_1 (2086), mux2i_1 (1744)
synthesized area: 622000 µm²
Fillers: 126000
Vert. Die Dim: 1.25 mm
maximum VDD drop: 0.0101 mV
setup TNS: 0 ps
Comb power frac: 6.5%
DP HPWL: 1430 mm
WL final: 2310 mm
clk buf depth: 6
fp_density: 40.1%
measured slew at the worst slew-check pin: 1620 ps
Slowest-stage cell, CP: nor2_4
Post-synth top flop: edfxtp_1
hold depth: 1
cell taking the most area after synthesis: edfxtp_1
FP Rows: 457
Crit path depth: 10
achievable clock frequency: 25.5 MHz
DRT antenna net count: 0
vias in the first global route: 366000
Final Worst Setup Slack: 136160 ps
max-cap violations: 2
RSZ-0062 raised after global routing: false
Top non-seq family: multiplexers
GR Overflow Total: 0
Simple Share, Synth: 1.58%
synth warn: 1
Post-CTS Setup Repair Bufs: 0
Critical Path End Type: register
Clk pwr share: 41.7%
Post-CTS Hold Fix Bufs: 0
## cells in the final DEF, fill, tap and decap left out, types with 127 or more instances in the layout
cell type  synthesis  final
a211oi_1         221    217
a21oi_1          880    869
a221o_1          357    357
a221oi_1        1115   1113
a222oi_1         192    192
a22o_1           246    246
a22oi_1         2086   2086
a31oi_1          329    319
buf_4            258   2035
bufinv_16          0    165
clkbuf_1         632    343
clkbuf_16          0   1710
clkinv_1           1    382
clkinv_2           0    316
diode_2            0    476
edfxtp_1       16400  16400
mux2_2          1283   1283
mux2i_1         1744   1744
mux4_2          1009   1009
nand2_1          726    712
nand3_1          143    142
nand4_1          127    127
nor2_1           726    453
nor2_4             0    265
o21ai_0          728    695
o22ai_1          360    356
## power groups by stage
stage | logic, mW | clock network [mW] | registers [mW]
4_1_cts | 0.522 | 3.51 | 4.34
5_1_grt | 0.553 | 3.66 | 4.34
6_report | 0.544 | 3.49 | 4.34
## metal layers
layer / wire (µm) / share of wire [%] / vias to the layer above / track usage, %
met5: 21300 / 0.92 / - / 11.8
met1: 609000 / 26 / 172000 / 30.0
met2: 979000 / 42 / 30000 / 42.4
met3: 536000 / 23 / 5298 / 33.1
met4: 163000 / 7.1 / 362 / 17.3
li1: - / - / 139000 / -
## cells by family after synthesis
family / count (synthesis)
buffers and inverters: 2221
DFF: 16400
AOI/OAI and AO/OA: 7251
latches: 64
and+or+nand+nor: 2128
muxes: 4038
## area by class of cell
class	instances	area [µm²]	share of cell area [%]
flip-flops and latches	16400	493000	69.2
repair buffers	2217	17900	2.51
clock buffers	2053	44100	6.19
multi-input cells	13400	121000	17.0
inverters	9	73.8	0.0104
clock inverters	943	8720	1.22
diodes	476	1190	0.167
well taps	20700	25800	3.63
## per-stage QoR
step	hold slack [ps]	utilization, %
floorplan	35160	-
global placement	35390	42.5
detailed placement	35390	42.5
CTS	33940	45.9
finish	34030	46.0
global route	33990	45.9
## path summary, 6_finish.rpt
path                     end  slack, ps
max   ram[19][171]$_DFFE_PP_     136160
min    ram[13][50]$_DFFE_PP_      34030
## sequential cells by signal (all words and copies together) (netlist names)
| register | cells |
|---|---|
| ram | 16384 |
| rdata | 64 |
Power is estimated from default activity; no workload was simulated.
